==> design/flow/design.v <==
module frame_aligner(clk, rx_data , reset , fr_byte_position , frame_detect) ;
   output [3:0]  fr_byte_position;  
   output frame_detect;             
   input  clk;
   input  [7:0] rx_data;
   input  reset;
   reg [3:0] fr_byte_position;
   reg [1:0] legal_frame_counter;
   reg [5:0] na_byte_counter;
   reg 	     frame_detect;
   reg [7:0] header_lsb_samp;
   reg 	     fr_byte_position_rst;
   reg 	     na_byte_count_inc, na_byte_count_rst;
   reg 	     legal_frame_counter_rst , legal_frame_counter_inc;
   typedef enum reg [1:0] {FR_IDLE = 2'b00,
			   FR_HLSB = 2'b01,
			   FR_HMSB = 2'b10,
			   FR_DATA = 2'b11
			   } frame_aligner_state_e;
   frame_aligner_state_e current_state , next_state;
   wire   header_msb_valid , header_lsb_valid;
   always @ (posedge clk or  posedge reset)
     begin
	if (reset)
	  current_state <= FR_IDLE;
	else
	  current_state <= next_state;
     end
   always @ (*)
     begin
	fr_byte_position_rst = 1'b0;
	na_byte_count_inc = 1'b0;
	na_byte_count_rst = 1'b0;
	legal_frame_counter_rst = 1'b0;
	legal_frame_counter_inc = 1'b0;
	case(current_state)
	  FR_IDLE:
	    begin
	       if(header_lsb_valid)
		 begin
		    fr_byte_position_rst = 1'b1;
		    na_byte_count_inc = 1'b1;
		    next_state = FR_HLSB;
		 end
	       else
		 begin
		    legal_frame_counter_rst = 1'b1;
		    fr_byte_position_rst = 1'b1;
		    na_byte_count_inc = 1'b1;
		    next_state = FR_IDLE;
		 end
	    end
	  FR_HLSB:
	    begin
	       if(header_msb_valid)
		 begin
		    legal_frame_counter_inc = 1'b1;
		    next_state = FR_HMSB;
		 end
	       else
		 begin
		    legal_frame_counter_rst = 1'b1;
		    na_byte_count_inc = 1'b1;
		    next_state = FR_IDLE;
		 end
	    end
	  FR_HMSB:
	    begin
	       next_state = FR_DATA;
	    end
	  FR_DATA:
	    begin
	       if(fr_byte_position == 8'd10)
		 begin
		    na_byte_count_rst = 1'b1;
		    next_state = FR_IDLE;
		 end
	       else
		 next_state = FR_DATA;
	    end
	endcase
     end
   assign header_lsb_valid = (rx_data == 8'haa) || (rx_data == 8'h55);
     always @ (posedge clk or  posedge reset)
       begin
	  if (reset)
	    header_lsb_samp <= 8'h0; 
	  else if (header_lsb_valid)
	    header_lsb_samp <= rx_data;
       end
   wire [7:0] expected_header_msb = (header_lsb_samp == 8'haa) ? 8'haf : ( (header_lsb_samp == 8'h55) ? 8'hba : 8'h00);  
   assign header_msb_valid = (expected_header_msb == rx_data);
   always @ (posedge clk or  posedge reset)
     begin
	if (reset)
	  fr_byte_position <= 4'h0;
	else if (fr_byte_position_rst)
	  fr_byte_position <= 4'h0;
	else
	  fr_byte_position <= fr_byte_position + 1'b1;
     end
   always @ (posedge clk or  posedge reset)
     begin
	if (reset)
	  legal_frame_counter <= 2'h0;
	else if (legal_frame_counter_rst)
	  legal_frame_counter <= 2'h0;
	else if (legal_frame_counter_inc)
	  legal_frame_counter <= legal_frame_counter + 1'b1 ;
     end
     always @ (posedge clk or  posedge reset)
       begin
	  if (reset) 
	    na_byte_counter <= 6'h0;
	  else if (na_byte_count_rst)
	    na_byte_counter <= 6'h0;
	  else if (na_byte_count_inc)
	    na_byte_counter <= na_byte_counter + 1'b1;
       end
   always @ (posedge clk or  posedge reset)
     begin
	if (reset)
	  frame_detect <= 1'b0;
	else if(legal_frame_counter == 2'h3)
	  frame_detect <= 1'b1;
	else if(na_byte_counter == 6'd47)
	  frame_detect <= 1'b0;
     end
endmodule
==> design/flow/run.sh <==
#!/bin/bash
# OpenROAD 26Q1-2900-gdf79404cd8, Yosys 0.63+post, stock flow scripts
make -C /OpenROAD-flow-scripts/flow DESIGN_CONFIG=/design/flow/config.mk WORK_HOME=/design/flow/orfs finish
==> design/flow/config.mk <==
export PLATFORM = sky130hd
export DESIGN_NAME = frame_aligner
export DESIGN_NICKNAME = frame_aligner
export VERILOG_FILES = /design/flow/design.v
export SDC_FILE = /design/flow/constraint.sdc
export NUM_CORES = 4
export LEC_CHECK = 1
export CORE_UTILIZATION = 30
==> design/flow/constraint.sdc <==
current_design frame_aligner

set clk_period 2.9
set clk_io_pct 0.2

create_clock -name clk0 -period $clk_period [get_ports {clk}]

set non_clock_inputs [all_inputs -no_clocks]
set_input_delay [expr $clk_period * $clk_io_pct] -clock clk0 $non_clock_inputs
set_output_delay [expr $clk_period * $clk_io_pct] -clock clk0 [all_outputs]
==> out/metrics.yaml <==
grt_pass1_wl_um: 4030
yosys.area.top_type_share: 0.488
clk_path_buf_depth: 2
synth_flop_count: 25
viasPerCell: 4.98
drt_iter0_drc: 79
rsz0062_at_grt: "no"
vdd_drop_max_mv: 0.176
fp.dieArea_sq_um: 4360
cp.arrival_ns: 2.85
async_reset_ff_frac: 1.00
power.density_nw_per_um2: 421
run_status: "complete, no violations"
ys_cells: 116
num_io_pins: 15
coreArea_sq_um: 3800
cts.reportedPaths.clkPinSlew_ns: 0.09
yosysTopAreaCell: "dfrtp_1"
rr_worst_depth: 7
grt_max_degree: 26
startpoint: "rx_data[7]"
fp_util: 0.324
area_growth_pct: 23.0
drv_slew: 0
synthDistinctLibCells: 36
max_freq_ghz: 0.377
htree_levels: 1
post_cts_buffers: 0
warnings: 26
ys_seq_frac: 0.509
regToRegSetupSlack_ns: 0.73
finalClockPeriodUsage: 0.915
grt_pass1_vias: 894
hold_viol_final: 0
routedWlPerCell_um: 12.2
diodes: 0
relSlewSlack: 0.646
final_common_cell: "dfrtp_1"
lay_top_cells: "24 x dfrtp_1, 14 x clkdlybuf4s50_1, 12 x nor2_1"
num_rows: 22
root_buffer: "clkbuf_8"
drc_errors: 0
whs_ns: 0.492
clk_latency_ns: 0.27
crit_path_end: "legal_frame_counter[1]"
p_leak_nw: 0.675
synth_cells: 116
clock_sinks: 25
ctsResizeCount: 0
ant_nets: 0
flop_cell: "dfrtp_1"
io_buffers: 14
edf_count: 0
numCtsBuffers: 3
avgSynthCellArea_sq_um: 10.6
tightestPinTransition_ns: 0.526
place_congestion: 0.928
postRouteWirelength_um: 2280
dieHeight_um: 66.1
cts_tree: "done"
die_w_um: 66.1
ys_warn_count: 1
firstDrtPassIters: 4
rr_endpoint: "na_byte_counter[5]"
grt_util_all_layers: 0.121
cts_hold_buf: 0
syn-cell-area_sq_um: 1230
path_max_fanout: 4
critical_path_class: "in2reg"
fin_skew_ns: 0.00578
cp-start-kind: "input port"
hp-class: "reg2reg"
post-dp-hpwl_um: 1690
layout-drive-gt1-share: 0.196
maxCapViolations: 0
p_total_uw: 638
timing.rr.start: "header_lsb_samp[6]"
vias: 926
cp.required_ns: 3.10
topCellsByArea: "dfrtp_1 49%, and4bb_2 4.1%, ha_1 4.1%"
overflow: 0
min_period_ns: 2.65
antenna_found_initial: 0
yosys-stat-area_sq_um: 1230
setup_viol: 0
critPathCaptureType: "register"
[flip-flops by register name (all words and copies together) (netlist names)]
name / flops
header_lsb_samp: 8
na_byte_counter: 6
fr_byte_position: 4
legal_frame_counter: 2
frame_detect: 1
current_state: 4
[layout make-up]
type                       instances  area [sq um]
fill                             363          2280
sequential                        25           627
multi-input combinational         82           571
timing repair buffer              19           178
tap                               48          60.1
clock buffer                       3          41.3
inverter                           8          30.0
clock inverter                     1          7.51
[power breakdown]
part / internal, mW / switching, mW
Sequential: 0.363 / 0.00983
Combinational: 0.0325 / 0.0255
Clock: 0.0972 / 0.110
Total: 0.493 / 0.145
[how the worst min path moves through the flow]
stage,startpoint,endpoint,slack (ns),cells after the start
CTS,header_lsb_samp[3],header_lsb_samp[3],0.50,1
global route,header_lsb_samp[7],header_lsb_samp[7],0.52,1
finish,header_lsb_samp[3],header_lsb_samp[3],0.49,1
[per-layer routing]
metal,GRT usage,part of all wire,vias to the layer above
li1,-,-,462
met1,0.199,0.52,448
met2,0.176,0.44,14
met3,0.0192,0.025,2
met4,0.0160,0.014,0
met5,0,0,-
[cells by family after synthesis]
logic type / count (synthesis) / share of synthesized area
XOR/XNOR: 3 / 0.0213
AND/OR/NAND/NOR: 45 / 0.222
multiplexers: 3 / 0.0244
AND-OR/OR-AND: 27 / 0.155
flip-flops: 25 / 0.509
adder cells (fa/ha/maj): 4 / 0.0407
buffers and inverters: 9 / 0.0274
[worst max-delay path: stages]
cell and delay [ns]:
clkdlybuf4s50_1 0.42, or4_4 0.55, a211oi_2 0.20, nand2_1 0.07, a311o_2 0.42, buf_4 0.16, mux2i_1 0.21, a22oi_1 0.10
a21oi_1 0.13
[stage by stage]
stage	std cells	setup WS, ns	utilization	area (sq um)	setup TNS [ns]
after global placement	182	-0.0118	0.386	1470	-0.0118
final	186	0.247	0.399	1510	0
after CTS	186	0.270	0.399	1510	0
after detailed placement	182	-0.0327	0.386	1470	-0.0647
after global routing	186	0.176	0.399	1510	0
after floorplan	116	0.479	-	1230	0
[synthesized netlist by cell type, types with 2 or more instances]
cell type  count
a21o_1         6
nand3_1        3
or3_2          4
nor2_1        12
nor3_1         3
nand2_1        7
o21ai_0        6
nand4b_1       2
inv_1          8
and4bb_2       4
xor2_1         2
a21oi_1        7
dfrtp_1       24
mux2i_1        3
ha_1           4
